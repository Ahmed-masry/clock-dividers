$ cat ./design.v
module Integer_clk_divider
#(parameter div_ratio_width = 8)  (
  input wire i_ref_clk, i_rst_n,
  input wire i_clk_en, 
  input wire [(div_ratio_width -1) : 0] i_div_ratio,
  output reg o_div_clk 
  );
  reg [3:0] counter;
  wire ClK_DIV_EN;
  wire [div_ratio_width-1:0] e_div = i_div_ratio >> 1;
  wire [div_ratio_width-1:0] o_div = i_div_ratio >> 1;
  assign ClK_DIV_EN = i_clk_en && (i_div_ratio != 0) && (i_div_ratio != 1);
  always @(posedge i_ref_clk, negedge i_rst_n)
    begin
      if(!i_rst_n)
        begin
          o_div_clk <= 1'b0;
          counter   <=  'b0;
        end
      else if (ClK_DIV_EN)
        begin
          counter <= counter + 1; 
          case (i_div_ratio[0])
            1'b0: begin
              if (counter == e_div)
                begin
                  o_div_clk <= ~o_div_clk;
                  counter   <= 1'b1;
                end
              else
                begin
                  counter <= counter + 1;
                end
              end
              1'b1: begin
              if (counter == o_div&& !o_div_clk)
                begin
                  o_div_clk <= 1;
                  counter   <= 1'b1;
                end
              else if (counter == (i_div_ratio - o_div) )
                begin
                  o_div_clk <= 0;
                  counter   <= 1'b1;
                end 
              else
                begin
                  counter <= counter + 1;
                end
              end
        endcase
    end
  end
  endmodule 
$ cat ./run.sh
#!/bin/bash
# OpenROAD 26Q1-2900-gdf79404cd8, Yosys 0.63+post, stock flow scripts
make -C /OpenROAD-flow-scripts/flow DESIGN_CONFIG=/design/flow/config.mk WORK_HOME=/design/flow/orfs finish
$ cat ./config.mk
export PLATFORM = sky130hd
export DESIGN_NAME = Integer_clk_divider
export DESIGN_NICKNAME = Integer_clk_divider
export VERILOG_FILES = /design/flow/design.v
export SDC_FILE = /design/flow/constraint.sdc
export NUM_CORES = 4
export LEC_CHECK = 1
export CORE_AREA = 10 10 72 72
export DIE_AREA = 0 0 82 82
$ cat ./constraint.sdc
current_design Integer_clk_divider

set clk_period 1.8
set clk_io_pct 0.2

create_clock -name clk0 -period $clk_period [get_ports {i_ref_clk}]

set non_clock_inputs [all_inputs -no_clocks]
set_input_delay [expr $clk_period * $clk_io_pct] -clock clk0 $non_clock_inputs
set_output_delay [expr $clk_period * $clk_io_pct] -clock clk0 [all_outputs]
==> results.toml <==
# generated from flow reports
[run_status]
run_status = "finished with violations"
failing_checks = "negative setup slack"

[yosys]
synth.yosys.chip_area_um2 = 938
synth.top_cell.area_share = 0.187
synth-cells-yosys = 119
postSynthRegisterBits = 5
netlist_instances = 119
mappedNetlistArea_um2 = 938
ys_seq_frac = 0.133
yosysWarnings = 1
yosys-top-cells-area = "ha_1 (19%), dfrtp_1 (13%), nor2_1 (5.6%), inv_1 (4.0%), nor2b_1 (4.0%)"
edf_count = 0
asyncSetResetFlopFracSynth = 1.00
synth.avg_cell_area_um2 = 7.89
synthDistinctLibCells = 43
ys_dominant_reg_cell = "dfrtp_1"
synthDominantAreaCellType = "ha_1"

[clock_network]
cts_num_sinks = 5
clk-insertion-delay-late_ns = 0.22
cts-buffers-inserted = 3
max-clock-path-buffers = 2
root_buffer = "clkbuf_8"
tritoncts_clock_tree = "built"
cts_htree_levels = 1
worst_setup_hold_path_clk_slew_ns = 0.04

[final_timing]
timing.max_slew.rel_slack = 0.808
timing.clock.skew_ns = 0.00302
period_needed_ns = 1.94
finalMaxSlewViolations = 0
fin_ws_ns = -0.141
worst-slew-pin-transition_ns = 0.288
post-route-period-util = 1.08
final_hold_viol_count = 0
maximum_clock_rate_ghz = 0.515
setup_viol_count_final = 5
unrepaired_setup_endpoints_after_global_routing = "true"

[routing]
wl_met3_um = 68
mean_number_of_vias_per_cell = 4.79
wl_per_cell_um = 12.4
wl_um = 2570
drt_first_iter_violations = 37
top_signal_layer_used = "met4"
count_of_unresolved_drc_violations_after_routing = 0
drt_first_pass_iters = 4
number_of_vias_in_the_routed_layout = 991
remaining_antenna_violation_count_after_routing = 0
met2RoutedLength_um = 1200
num_antenna_cells = 0
m1WireLength_um = 1290

[worst_setup_path]
worst_path_max_delay_cell = "fa_1"
cp-startpoint = "i_div_ratio[0]"
launch_instance_of_the_worst_register_to_register_path = "counter[2]"
timing.setup.critical_path_class = "in -> reg"
worst_setup_path_start_kind = "input port"
cp.arrival_ns = 2.04
critical_path_cell_list = "buf_12 -> inv_12 -> ha_4 -> fa_1 -> xor2_1 -> nand3_1 -> and4b_1 -> nand4_4 -> buf_6 -> nand2_2 -> nand3_2"
critPathMaxStageDelay_ns = 0.49
critical_path.max_fanout = 5
end_kind = "flip-flop"
critPathRequiredTime_ns = 1.90

[power]
switchingPower_uw = 415
static-leakage-power_uw = 0.000644
cellInternalPower_uw = 609
power.ir.vdd_worst_mv = 0.636
total_power_uw = 1020
comb_power_share = 0.582
netSwitchingFraction = 0.405
power-per-cell-area_mw_per_mm2 = 671
seq_power_share = 0.220
power.share.clock = 0.198

[final_layout]
utilization = 0.414
final.fill_count = 363
final_area_mm2 = 0.00153
count_of_placed_standard_cells_in_the_final_layout_fillers_left_out = 207
final_layout_size_suffix_gt1_frac = 0.447
layout.cells.most_common = "buf_4"
area_delta_synth_final_pct = 62.8
final_layout_top_logic_cells = "buf_4 (24), nor2_1 (13), nand2_1 (7)"

[floorplanning]
floorplan.core_util = 0.254
chipHeight_um = 82
design.core.area_mm2 = 0.00369
boundaryPins = 12
die_w_um = 82
num_rows = 22
dieArea_mm2 = 0.00672

[placed_design]
hpwl_reported_at_the_end_of_detailed_placement_um = 2000
buffer_ports.inserted = 11
place.gp.congestion = 0.891
dpl-instance-area_mm2 = 0.00131
place_worst_setup_slack_ns = -0.971
placedCellCount = 198

[flow_run]
maxCapViolations = 0
tool_warnings = 34

[global_routing]
grtUsageTotal = 0.0789
pin_count_of_the_biggest_net_entering_global_routing = 9
overflow = 0
antenna_found_initial = 0
grt_pass1_vias = 985
grt_pass1_wl_um = 4420

[min_path]
path_type_of_the_worst_min_delay_path = "in -> async"
## state kept, by name (all words and copies together), names as in the netlist
name,count
counter,4
o_div_clk,1
## cells in the mapped netlist, types with 2 or more instances
library cell / count
inv_1: 10
o21ai_0: 4
a21oi_1: 3
nand2b_1: 2
o21ai_1: 2
and3_1: 3
o211ai_1: 2
dfrtp_1: 5
nand2_1: 8
xor2_1: 4
a211oi_1: 3
xnor2_1: 4
nand3_1: 7
nor2_1: 14
ha_1: 14
nor3_1: 2
nor2b_1: 6
## routing by layer
layer / up-vias / global-route usage
met3: 2 / 0.0110
met4: 0 / 0.00170
li1: 511 / -
met5: - / 0
met2: 17 / 0.130
met1: 461 / 0.113
## power groups by stage
stage / clock (µW) / combinational [µW] / sequential, µW
finish: 203 / 596 / 226
CTS: 206 / 579 / 223
global route: 215 / 658 / 233
## final timing paths
check,to,slack [ns],cells after the start
setup / recovery,counter[1],-0.14,11
hold / removal,o_div_clk,0.37,1
setup reg to reg,counter[1],0.15,7
hold reg to reg,o_div_clk,0.62,2
max in group asynchronous,counter[2],1.24,1
min in group clk0,o_div_clk,0.59,4
## critical path, delay by kind of cell
family,cells,cell delay [ns]
adder cells (fa/ha/maj),2,0.63
AND/OR/NAND/NOR,5,0.62
buffers and inverters,3,0.28
XOR/XNOR,1,0.15
## timing repair
action                     in CTS  in global routing
setup buffers                   3                  2
pin swaps                      23                  1
gates resized                  64                  5
setup endpoints to repair       5                  5
hold buffers                    0                  0
## cell families after synthesis
logic type / after synthesis / share of synthesized area
AND-OR/OR-AND: 27 / 0.223
XOR/XNOR: 8 / 0.0747
adder cells (fa/ha/maj): 15 / 0.208
buffers and inverters: 10 / 0.0400
flip-flops: 5 / 0.133
multiplexers: 1 / 0.0120
AND/OR/NAND/NOR: 53 / 0.309
## layout make-up
type | count | area [µm²] | share of cell area
tap | 48 | 60.1 | 0.0393
inverter | 10 | 55.1 | 0.0360
clock buffer | 4 | 45.0 | 0.0295
sequential | 5 | 125 | 0.0819
timing repair buffer | 36 | 302 | 0.197
multi-input combinational | 104 | 941 | 0.616
## metrics by stage
| step | TNS, ns | hold slack [ns] |
|---|---|---|
| CTS | -0.557 | 0.369 |
| detailed placement | -4.61 | 0.598 |
| global route | -1.04 | 0.379 |
| global placement | -4.49 | 0.589 |
| finish | -0.496 | 0.366 |
| floorplan | -0.580 | 0.0644 |
Power figures rest on the tool's default switching activity, not on a simulated workload.
