### /design/flow/run.sh
#!/bin/bash
# OpenROAD 26Q1-2900-gdf79404cd8, Yosys 0.63+post, stock flow scripts
make -C /OpenROAD-flow-scripts/flow DESIGN_CONFIG=/design/flow/config.mk WORK_HOME=/design/flow/orfs finish
### /design/flow/config.mk
export PLATFORM = sky130hd
export DESIGN_NAME = clk_div_6
export DESIGN_NICKNAME = clk_div_6
export VERILOG_FILES = /design/flow/design.v
export SDC_FILE = /design/flow/constraint.sdc
export NUM_CORES = 4
export LEC_CHECK = 1
export CORE_AREA = 10 10 70 70
export DIE_AREA = 0 0 80 80
### /design/flow/constraint.sdc
current_design clk_div_6

set clk_period 1.4
set clk_io_pct 0.2

create_clock -name clk0 -period $clk_period [get_ports {clk}]

set non_clock_inputs [all_inputs -no_clocks]
set_input_delay [expr $clk_period * $clk_io_pct] -clock clk0 $non_clock_inputs
set_output_delay [expr $clk_period * $clk_io_pct] -clock clk0 [all_outputs]
### /design/flow/design.v
module clk_div_6(
input wire clk, rst,
output reg clk_out
  );
reg [3:0] count;
always @(posedge clk, negedge rst)
  begin
    if(!rst)
      count <= 'b0;
    else 
      begin
        count <= count + 1;
        if (count < 6)
          begin
            clk_out <= 1'b0;
          end 
        else if (count < 11)
          begin
            clk_out <= 1'b1;
          end 
        else if (count == 11)
          begin
            clk_out <= 1'b1;
            count <= 'b0;
          end 
      end
  end
endmodule  
==> results_dict.tcl <==
# yosys + openroad results
set metrics [dict create \
    placed_area_um2 300 \
    holdBufCountCts 0 \
    rsz0062_at_grt "no" \
    p_comb_frac 0.031 \
    worstSetupPathType "flip-flop to output port" \
    critPathArrivalTime_ps 1020 \
    avgSynthCellArea_um2 12.7 \
    core_um2 3420 \
    final_max_slew_viol_count 0 \
    syn_inst 17 \
    synth_cell_type_count 13 \
    gp_congestion 0.731 \
    rows 21 \
    cpPeakStageDelay_ps 460 \
    grt_pass1_wl_um 676 \
    r2r_setup_slack_ps 310 \
    worstPathCellList "clkdlybuf4s50_1" \
    cts_tree "built" \
    drive_gt1_frac 0.208 \
    cts.clk_slew.worst_paths_ps 40 \
    ys.flops 5 \
    pin_count 3 \
    drc_errors 0 \
    setup-tns-final_ps 0 \
    p_seq_frac 0.458 \
    chipArea_um2 6400 \
    cp-end-kind "output port" \
    p_int_uw 265 \
    required_ps 1120 \
    switching_share 0.194 \
    rr_worst_depth 3 \
    clkPwrFrac 0.510 \
    fp.dieH_um 80 \
    vias_per_cell 2.20 \
    routed_wl_um 366 \
    post-route-period-util 0.926 \
    tool_warnings 25 \
    drt_iter0_markers 3 \
    outcome "completed" \
    p_switching_uw 63.7 \
    track_usage 0.0130 \
    routedWlPerCell_um 5.23 \
    final_hold_viol_count 0 \
    ys_seq_frac 0.605 \
    htreeDepth 1 \
    cts_resized 0 \
    hold_class "primary input to asynchronous set/reset pin" \
    r2r_end "count[2]$_DFF_PN0_" \
    via_count 154 \
    power_density_nw_per_um2 1010 \
    ant_nets 0 \
    ir_worst_vdd_mv 0.148 \
    synth_area_um2 215 \
    firstDrtPassIters 2 \
    cp_num_buf_inv 1 \
    setup_violations 0 \
    cp-start-kind "flip-flop" \
    layout.cells.most_common "dfrtp_1" \
    yosys_warnings 1 \
    fillers 397 \
    power_uw 329 \
    cts_buffers 3 \
    layout.cells.most_common_list "4 x dfrtp_1, 3 x clkbuf_4, 2 x and2_1, 2 x clkdlybuf4s50_1" \
    postCtsSetupBuffers 0 \
    syn_to_final_growth_pct 51.7 \
    worst_pin_slew_ps 166 \
    clockRootBuffer "clkbuf_4" \
    antenna_cells_inserted 0 \
    path_max_fanout 1 \
    top_cells_by_area "dfrtp_1 47%, edfxtp_1 14%, and2_1 5.8%" \
    final_area_um2 327 \
    p_leak_nw 0.127 \
    ctsLongestPathBuffers 2 \
    post-route-util 0.0956 \
    insertion_delay_ps 240 \
    grt_overflow 0 \
    first_global_vias 158 \
    grt_max_degree 7 \
    yosysCellCount 17 \
    critical_path.top_delay_family "buffers and inverters" \
    max_freq_mhz 771 \
    ys_area_um2 215 \
    rr_startpoint "count[0]$_DFF_PN0_" \
    crit_end "clk_out" \
    cts.sinks 5 \
    fp_util 0.0630 \
    largest_area_cell "dfrtp_1" \
    hpwl_um 266 \
    worst-path-stages 1 \
    fin_skew_ps 2.46 \
    relSlewSlack 0.889 \
    crit_start "clk_out$_SDFFCE_PP0P_" \
    die.size.x_um 80 \
    finalCriticalPeriod_ps 1300 \
    place.port_buffers 2 \
    yosys.area.top_type_share 0.465 \
    maxCapViolations 0 \
    cpMaxStageDelayCell "clkdlybuf4s50_1" \
    antenna_found_initial 0 \
]
==> area by class of cell <==
type / count / area [um^2] / share of cell area
Clock buffer: 4 / 26.3 / 0.0805
Inverter: 1 / 3.75 / 0.0115
Multi-Input combinational cell: 11 / 81.3 / 0.249
Sequential cell: 5 / 130 / 0.398
Tap cell: 46 / 57.6 / 0.176
Timing Repair Buffer: 3 / 27.5 / 0.0843
==> per-layer routing <==
| metal | part of all wire | wire length (um) | GRT usage | up-vias |
|---|---|---|---|---|
| met2 | 0.40 | 148 | 0.0169 | 6 |
| met3 | 0.17 | 62 | 0.0125 | 0 |
| met1 | 0.42 | 155 | 0.0148 | 73 |
| li1 | - | - | - | 75 |
| met5 | 0 | 0 | 0 | - |
| met4 | 0 | 0 | 0.00352 | 0 |
==> through the flow <==
stage | instances | setup slack (ps) | hold WS, ps
after detailed placement | 66 | 226 | 477
after CTS | 70 | 87.3 | 325
after global routing | 70 | 53.4 | 358
after floorplan | 17 | 385 | -15.6
final | 70 | 103 | 328
after global placement | 66 | 226 | 469
==> cells in the mapped netlist <==
library cell / instances
and2_1: 2
nand2_1: 1
nand4b_1: 1
inv_1: 1
a21o_2: 1
nand2b_1: 1
ha_1: 1
a31oi_1: 1
dfrtp_1: 4
o221ai_1: 1
edfxtp_1: 1
or3b_1: 1
o21ai_0: 1
==> worst min path at each step <==
stage         startpoint                 end  slack (ps)  cells after the start
finish               rst  count[2]$_DFF_PN0_         330                      2
global route         rst  count[2]$_DFF_PN0_         360                      2
CTS                  rst  count[2]$_DFF_PN0_         320                      2
==> logic make-up after synthesis <==
kind of cell    count (synthesis)  share of synthesized area
simple gates                    6                      0.186
flops                           5                      0.605
compound gates                  4                      0.134
buf+inv                         1                     0.0174
fa+ha+maj                       1                     0.0581
==> state kept, by name, indices dropped and copies added, names as in the netlist <==
| signal | flops |
|---|---|
| clk_out | 1 |
| count | 4 |
==> power groups by stage <==
stage,Sequential (mW),Clock (mW),Combinational (mW)
after CTS,0.150,0.177,0.0106
after global routing,0.150,0.187,0.0118
final,0.150,0.168,0.0103
Power figures rest on the tool's default switching activity, not on a simulated workload.
